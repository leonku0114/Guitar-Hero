==> flow/design.v <==
module  note1 ( input frame_clk, Clk, Reset, 
					input [9:0] note_X_Center,
					input		trigger1_1, trigger1_2, trigger1_3, trigger1_4, trigger1_5, trigger1_6, trigger1_7,
								trigger1_8, trigger1_9, trigger1_10, trigger1_11, trigger1_12, trigger1_13, trigger1_14,
								trigger1_15, trigger1_16, trigger1_17, trigger1_18, trigger1_19, trigger1_20,
               output [9:0]  noteX1, noteX2, noteX3, noteX4, noteX5, noteX6, noteX7, noteX8, noteX9, noteX10, 
									  noteX11, noteX12, noteX13, noteX14, noteX15, noteX16, noteX17, noteX18, noteX19, noteX20,
									  noteY1, noteY2, noteY3, noteY4, noteY5, noteY6, noteY7, noteY8, noteY9, noteY10,
									  noteY11, noteY12, noteY13, noteY14, noteY15, noteY16, noteY17, noteY18, noteY19, noteY20
									  );
    logic [9:0]  
					 note_Y_Pos1, note_Y_Pos2, note_Y_Pos3, note_Y_Pos4, note_Y_Pos5, note_Y_Pos6,note_Y_Pos7, note_Y_Pos8, note_Y_Pos9, note_Y_Pos10, note_Y_Pos11, note_Y_Pos12, note_Y_Pos13, note_Y_Pos14,
					 note_Y_Pos15, note_Y_Pos16, note_Y_Pos17, note_Y_Pos18, note_Y_Pos19, note_Y_Pos20,
					 note_Y_Motion;
	 logic 		 r1,r2,r3,r4,r5,r6,r7,r8,r9,r10,r11,r12,r13,r14,r15,r16,r17,r18,r19,r20;
    parameter [9:0] note_Y_Center=0;   
		parameter [9:0] note_Y_Max=479;      
	 assign note_Y_Motion = 5;   
	 always_ff @ (posedge Clk)
	 begin
		if(trigger1_1)
			begin
				r1 <= 1'b1;
			end
		else if(note_Y_Pos1 >= note_Y_Max)
			begin
				r1 <= 1'b0;
			end
		if(trigger1_2)
			begin
				r2 <= 1'b1;
			end
		else if(note_Y_Pos2 >= note_Y_Max)
			begin
				r2 <= 1'b0;
			end
		if(trigger1_3)
			begin
				r3 <= 1'b1;
			end
		else if(note_Y_Pos3 >= note_Y_Max)
			begin
				r3 <= 1'b0;
			end
		if(trigger1_4)
			begin
				r4 <= 1'b1;
			end
		else if(note_Y_Pos4 >= note_Y_Max)
			begin
				r4 <= 1'b0;
			end
		if(trigger1_5)
			begin
				r5 <= 1'b1;
			end
		else if(note_Y_Pos5 >= note_Y_Max)
			begin
				r5 <= 1'b0;
			end
		if(trigger1_6)
			begin
				r6 <= 1'b1;
			end
		else if(note_Y_Pos6 >= note_Y_Max)
			begin
				r6 <= 1'b0;
			end
		if(trigger1_7)
			begin
				r7 <= 1'b1;
			end
		else if(note_Y_Pos7 >= note_Y_Max)
			begin
				r7 <= 1'b0;
			end
		if(trigger1_8)
			begin
				r8 <= 1'b1;
			end
		else if(note_Y_Pos8 >= note_Y_Max)
			begin
				r8 <= 1'b0;
			end
		if(trigger1_9)
			begin
				r9 <= 1'b1;
			end
		else if(note_Y_Pos9 >= note_Y_Max)
			begin
				r9 <= 1'b0;
			end
		if(trigger1_10)
			begin
				r10 <= 1'b1;
			end
		else if(note_Y_Pos10 >= note_Y_Max)
			begin
				r10 <= 1'b0;
			end
		if(trigger1_11)
			begin
				r11 <= 1'b1;
			end
		else if(note_Y_Pos11 >= note_Y_Max)
			begin
				r11 <= 1'b0;
			end
		if(trigger1_12)
			begin
				r12 <= 1'b1;
			end
		else if(note_Y_Pos12 >= note_Y_Max)
			begin
				r12 <= 1'b0;
			end
		if(trigger1_13)
			begin
				r13 <= 1'b1;
			end
		else if(note_Y_Pos13 >= note_Y_Max)
			begin
				r13 <= 1'b0;
			end
		if(trigger1_14)
			begin
				r14 <= 1'b1;
			end
		else if(note_Y_Pos14 >= note_Y_Max)
			begin
				r14 <= 1'b0;
			end
		if(trigger1_15)
			begin
				r15 <= 1'b1;
			end
		else if(note_Y_Pos15 >= note_Y_Max)
			begin
				r15 <= 1'b0;
			end
		if(trigger1_16)
			begin
				r16 <= 1'b1;
			end
		else if(note_Y_Pos16 >= note_Y_Max)
			begin
				r16 <= 1'b0;
			end
		if(trigger1_17)
			begin
				r17 <= 1'b1;
			end
		else if(note_Y_Pos17 >= note_Y_Max)
			begin
				r17 <= 1'b0;
			end
		if(trigger1_18)
			begin
				r18 <= 1'b1;
			end
		else if(note_Y_Pos18 >= note_Y_Max)
			begin
				r18 <= 1'b0;
			end
		if(trigger1_19)
			begin
				r19 <= 1'b1;
			end
		else if(note_Y_Pos19 >= note_Y_Max)
			begin
				r19 <= 1'b0;
			end
		if(trigger1_20)
			begin
				r20 <= 1'b1;
			end
		else if(note_Y_Pos20 >= note_Y_Max)
			begin
				r20 <= 1'b0;
			end
	 end
	 always_ff @ (posedge frame_clk)
    begin: Move_note
		  if (Reset)   
        begin
				note_Y_Pos1 <= note_Y_Center;
				note_Y_Pos2 <= note_Y_Center;
				note_Y_Pos3 <= note_Y_Center;
				note_Y_Pos4 <= note_Y_Center;
				note_Y_Pos5 <= note_Y_Center;
				note_Y_Pos6 <= note_Y_Center;
				note_Y_Pos7 <= note_Y_Center;
				note_Y_Pos8 <= note_Y_Center;
				note_Y_Pos9 <= note_Y_Center;
				note_Y_Pos10 <= note_Y_Center;
				note_Y_Pos11 <= note_Y_Center;
				note_Y_Pos12 <= note_Y_Center;
				note_Y_Pos13 <= note_Y_Center;
				note_Y_Pos14 <= note_Y_Center;
				note_Y_Pos15 <= note_Y_Center;
				note_Y_Pos16 <= note_Y_Center;
				note_Y_Pos17 <= note_Y_Center;
				note_Y_Pos18 <= note_Y_Center;
				note_Y_Pos19 <= note_Y_Center;
				note_Y_Pos20 <= note_Y_Center;
		  end
		 else begin
				 if((r1)) 
					begin
						note_Y_Pos1 <= (note_Y_Pos1 + note_Y_Motion);   
					end
				 else
					begin
						note_Y_Pos1 <= note_Y_Center;
					end
				 if((r2))
				 begin
				 note_Y_Pos2 <= (note_Y_Pos2 + note_Y_Motion);   
				 end
				 else
					begin
						note_Y_Pos2 <= note_Y_Center;
					end
				 if((r3))
				 begin
				 note_Y_Pos3 <= (note_Y_Pos3 + note_Y_Motion);   
				 end
				 else
					begin
						note_Y_Pos3 <= note_Y_Center;
					end
				 if((r4))
				 begin
				 note_Y_Pos4 <= (note_Y_Pos4 + note_Y_Motion);   
				 end
				 else
					begin
						note_Y_Pos4 <= note_Y_Center;
					end
				 if((r5))
				 begin
				 note_Y_Pos5 <= (note_Y_Pos5 + note_Y_Motion);   
				 end
				 else
					begin
						note_Y_Pos5 <= note_Y_Center;
					end
				 if((r6))
				 begin
				 note_Y_Pos6 <= (note_Y_Pos6 + note_Y_Motion);   
				 end
				 else
					begin
						note_Y_Pos6 <= note_Y_Center;
					end
				 if((r7))
				 begin
				 note_Y_Pos7 <= (note_Y_Pos7 + note_Y_Motion);   
				 end
				 else
					begin
						note_Y_Pos7 <= note_Y_Center;
					end
				 if(( r8))
				 begin
				 note_Y_Pos8 <= (note_Y_Pos8 + note_Y_Motion);   
				 end
				 else
					begin
						note_Y_Pos8 <= note_Y_Center;
					end
				 if(( r9))
				 begin
				 note_Y_Pos9 <= (note_Y_Pos9 + note_Y_Motion);   
				 end
				 else
					begin
						note_Y_Pos9 <= note_Y_Center;
					end
				 if(( r10))
				 begin
				 note_Y_Pos10 <= (note_Y_Pos10 + note_Y_Motion);   
				 end
				 else
					begin
						note_Y_Pos10 <= note_Y_Center;
					end
				 if((r11))
				 begin
				 note_Y_Pos11 <= (note_Y_Pos11 + note_Y_Motion);   
				 end
				 else
					begin
						note_Y_Pos11 <= note_Y_Center;
					end
				 if((r12))
				 begin
				 note_Y_Pos12 <= (note_Y_Pos12 + note_Y_Motion);   
				 end 
				 else
					begin
						note_Y_Pos12 <= note_Y_Center;
					end
				 if((r13))
				 begin
				 note_Y_Pos13 <= (note_Y_Pos13 + note_Y_Motion);   
				 end
				 else
					begin
						note_Y_Pos13 <= note_Y_Center;
					end
				 if(( r14))
				 begin
				 note_Y_Pos14 <= (note_Y_Pos14 + note_Y_Motion);   
				 end
				 else
					begin
						note_Y_Pos14 <= note_Y_Center;
					end
				 if((r15))
				 begin
				 note_Y_Pos15 <= (note_Y_Pos15 + note_Y_Motion);   
				 end
				 else
					begin
						note_Y_Pos15 <= note_Y_Center;
					end
				 if((r16))
				 begin
				 note_Y_Pos16 <= (note_Y_Pos16 + note_Y_Motion);   
				 end
				 else
					begin
						note_Y_Pos16 <= note_Y_Center;
					end
				 if((r17))
				 begin
				 note_Y_Pos17 <= (note_Y_Pos17 + note_Y_Motion);   
				 end
				 else
					begin
						note_Y_Pos17 <= note_Y_Center;
					end
				 if((r18))
				 begin
				 note_Y_Pos18 <= (note_Y_Pos18 + note_Y_Motion);   
				 end
				 else
					begin
						note_Y_Pos18 <= note_Y_Center;
					end
				 if((r19))
				 begin
				 note_Y_Pos19 <= (note_Y_Pos19 + note_Y_Motion);   
				 end
				 else
					begin
						note_Y_Pos19 <= note_Y_Center;
					end
				 if((r20))
				 begin
				 note_Y_Pos20 <= (note_Y_Pos20 + note_Y_Motion);   
				 end
				 else
					begin
						note_Y_Pos20 <= note_Y_Center;
					end
			end
    end
	always_comb
	begin
     noteX1 = note_X_Center; 
	  noteX2 = note_X_Center; 
	  noteX3 = note_X_Center; 
	  noteX4 = note_X_Center; 
	  noteX5 = note_X_Center; 
	  noteX6 = note_X_Center; 
	  noteX7 = note_X_Center; 
	  noteX8 = note_X_Center; 
	  noteX9 = note_X_Center; 
	  noteX10 = note_X_Center; 
	  noteX11 = note_X_Center; 
	  noteX12 = note_X_Center; 
	  noteX13 = note_X_Center; 
	  noteX14 = note_X_Center; 
	  noteX15 = note_X_Center; 
	  noteX16 = note_X_Center; 
	  noteX17 = note_X_Center; 
	  noteX18 = note_X_Center; 
	  noteX19 = note_X_Center; 
	  noteX20 = note_X_Center; 
	  noteY1 = note_Y_Pos1;
	  noteY2 = note_Y_Pos2;
	  noteY3 = note_Y_Pos3;
	  noteY4 = note_Y_Pos4;
	  noteY5 = note_Y_Pos5;
	  noteY6 = note_Y_Pos6;
	  noteY7 = note_Y_Pos7;
	  noteY8 = note_Y_Pos8;
	  noteY9 = note_Y_Pos9;
	  noteY10 = note_Y_Pos10;
	  noteY11 = note_Y_Pos11;
	  noteY12 = note_Y_Pos12;
	  noteY13 = note_Y_Pos13;
	  noteY14 = note_Y_Pos14;
	  noteY15 = note_Y_Pos15;
	  noteY16 = note_Y_Pos16;
	  noteY17 = note_Y_Pos17;
	  noteY18 = note_Y_Pos18;
	  noteY19 = note_Y_Pos19;
	  noteY20 = note_Y_Pos20;
	end
endmodule
==> flow/run.sh <==
#!/bin/bash
# OpenROAD 26Q1-2900-gdf79404cd8, Yosys 0.63+post, stock flow scripts
make -C /OpenROAD-flow-scripts/flow DESIGN_CONFIG=/design/flow/config.mk WORK_HOME=/design/flow/orfs finish
==> flow/config.mk <==
export PLATFORM = sky130hd
export DESIGN_NAME = note1
export DESIGN_NICKNAME = note1
export VERILOG_FILES = /design/flow/design.v
export SDC_FILE = /design/flow/constraint.sdc
export NUM_CORES = 4
export LEC_CHECK = 1
export CORE_UTILIZATION = 30
==> flow/constraint.sdc <==
current_design note1

set clk_period 1.5
set clk_io_pct 0.2

create_clock -name clk0 -period $clk_period [get_ports {Clk}]
create_clock -name clk1 -period $clk_period [get_ports {frame_clk}]

set non_clock_inputs [all_inputs -no_clocks]
set_input_delay [expr $clk_period * $clk_io_pct] -clock clk0 $non_clock_inputs
set_output_delay [expr $clk_period * $clk_io_pct] -clock clk0 [all_outputs]
==> reports/metrics.yaml <==
outcome:
  status: "completed"
drt:
  routed_wl_um: 26000
  diodes: 0
  via_count: 8577
  vias_per_cell: 4.64
  ant_nets: 0
  drc: 0
  wire_per_inst_um: 14.1
  dr.pass1.iters: 6
  drt_iter0_drc: 410
layout:
  layout-drive-gt1-share: 0.315
  fillers: 3315
  fin_area_um2: 14000
  synthToLayoutAreaGrowth_pct: 32.4
final_timing:
  worst_slack_ns: 0.0486
  worst_slew_pin_slew_ns: 0.581
  hold_viol_final: 0
  finalSetupViolCount: 0
  drv_slew: 0
  worst_clock_skew_ns: 0.0109
  relSlewSlack: 0.612
job:
  log.warning_count: 26
  maxCapViolations: 0
synth:
  syn_inst: 1190
  yosysSeqAreaShare: 0.415
  avgSynthCellArea_um2: 8.91
  topCombFamilyByArea: "simple AND/OR/NAND/NOR gates"
  ys.flops: 220
  yosysWarningCount: 41
  netlist_area_um2: 10600
  ys_sh_simple: 0.188
  yosysChipArea_um2: 10600
  ys_sh_aoi: 0.152
  ys_sh_adder: 0.0236
  yosys_cells: 1190
  synthDistinctLibCells: 27
  synthXorXnorAreaFrac: 0.0628
  mux_area_frac: 0
worst_hold_path:
  hp-class: "in2reg"
setup_path:
  worstSetupPathType: "reg2out"
  cp.arrival_ns: 1.15
  endpoint_kind: "output port"
  critPathLaunchType: "flip-flop"
  worstPathRequired_ns: 1.20
  cp_max_fo: 4
power:
  p_switching_w: 0.00381
  internal-power_w: 0.0100
  swShare: 0.276
  p_comb_frac: 0.149
  powerDensity_nw_per_um2: 985
  p_leak_nw: 6.01
  ir_worst_vdd_uv: 953
  clkPwrFrac: 0.387
  seq_power_share: 0.463
global_routing:
  grt_max_degree: 39
  grt_pass1_wl_um: 41400
  grt_pass1_vias: 8012
  antenna_found_initial: 0
  overflow: 0
  grt_usage: 0.144
placed_design:
  placedInstanceArea_um2: 11900
  post-dp-hpwl_um: 16400
  port_buffers: 221
  place_congestion: 0.844
  place_worst_setup_slack_ns: 0.0774
floorplanning:
  pin_count: 433
  die_w_um: 190
  dieArea_um2: 36100
  die_h_um: 190
  rows: 68
  floorplan.core_util: 0.306
  core_area_um2: 34600
clock_tree:
  holdBufCountCts: 0
  path_clk_slew_ns: 0.07
  cts_tree: "done"
  clock_sinks: 220
[final timing paths]
path,start,to,slack [ns],depth (start not counted)
setup / recovery,note_Y_Pos3[4],noteY3[4],0.05,2
hold / removal,Reset,note_Y_Pos14[1],0.21,3
setup reg to reg,note_Y_Pos18[3],note_Y_Pos18[9],0.06,5
hold reg to reg,note_Y_Pos16[0],note_Y_Pos16[0],0.43,1
max in group clk1,note_Y_Pos18[3],note_Y_Pos18[9],0.06,5
min in group clk0,r5,r5,0.51,1
[synthesized netlist by cell type]
cell type / count / area (um2)
nand3_2: 15 / 150
nand3_1: 20 / 100
a21oi_1: 104 / 521
nor2b_1: 34 / 213
o2111ai_1: 20 / 175
a21o_1: 1 / 7.51
and2_1: 19 / 119
nand2_1: 45 / 169
nand2b_1: 35 / 219
o21ai_0: 71 / 355
nor2_1: 101 / 379
or3_1: 36 / 225
xnor2_1: 17 / 149
ha_1: 20 / 250
xor2_1: 59 / 517
dfxtp_1: 220 / 4400
a31o_2: 6 / 52.6
and3_1: 2 / 12.5
buf_4: 200 / 1500
clkbuf_1: 24 / 90.1
o31ai_1: 43 / 323
a41oi_1: 15 / 131
or4_1: 43 / 323
nand4_1: 9 / 56.3
a41o_1: 5 / 50.1
inv_1: 22 / 82.6
or2_2: 4 / 25.0
[through the flow]
| step | power, W | hold WS (ns) | util | instances | setup TNS [ns] |
|---|---|---|---|---|---|
| after CTS | 0.0140 | 0.164 | 0.403 | 1847 | 0 |
| after global routing | 0.0146 | 0.181 | 0.405 | 1847 | -0.000732 |
| after floorplan | 0.00763 | 0.399 | - | 1190 | 0 |
| after detailed placement | 0.00829 | 0.448 | 0.342 | 1650 | 0 |
| after global placement | 0.00829 | 0.440 | 0.342 | 1650 | 0 |
| final | 0.0138 | 0.208 | 0.405 | 1847 | 0 |
[area by class of cell]
cell class	count	area, um2	area share
clock inverter	14	143	0.0102
inverter	22	82.6	0.00588
tap	455	569	0.0406
timing repair buffer	390	3240	0.231
multi-input combinational	724	4610	0.329
sequential	220	4870	0.347
clock buffer	22	518	0.0369
[worst max-delay path, stage by stage, from the launching register on]
cell	delay, ns
dfxtp_2	0.32
buf_4	0.14
dlygate4sd2_1	0.25
[cells in the final DEF, fill, tap and decap left out, types with 17 or more instances in the layout]
cell             count
nand3_1             20
clkbuf_16           20
nor2b_1             34
or4_1               43
o21ai_0             70
clkdlybuf4s50_1     20
nand2b_1            35
xor2_1              59
or3_1               36
and2_1              19
o31ai_1             43
dfxtp_1             25
xnor2_1             17
dlygate4sd2_1      199
nor2_1             101
dfxtp_4             90
nand2_1             45
inv_1               22
a21oi_1            104
buf_4              168
dfxtp_2            105
[logic make-up (layout without fill, tap and decap cells)]
family	Yosys count	after routing
compound gates	265	265
xor+xnor	76	76
fa+ha+maj	20	20
buf+inv	246	448
flops	220	220
simple gates	363	363
[power groups by stage]
stage	clock, W	sequential (W)	combinational [W]
global route	0.00583	0.00645	0.00229
finish	0.00536	0.00640	0.00206
CTS	0.00560	0.00640	0.00202
[metal layers]
| metal | wire, um | share of wire | global-route usage | vias to the layer above |
|---|---|---|---|---|
| li1 | - | - | - | 4361 |
| met1 | 12400 | 0.48 | 0.212 | 3903 |
| met2 | 10900 | 0.42 | 0.209 | 254 |
| met3 | 1970 | 0.076 | 0.0433 | 59 |
| met4 | 680 | 0.026 | 0.0363 | 0 |
| met5 | 0 | 0 | 0 | - |
[repair_timing]
action | in CTS | in global routing
gates resized | 485 | 19
setup endpoints to repair | 200 | 18
pin swaps | 0 | 1
setup buffers | 164 | 0
gates cloned | 0 | 0
Power and IR drop assume default switching activity.
